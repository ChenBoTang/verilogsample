<file path="design.v">
module LAB1(rst,clk,chn,switch,A,B);
input rst,clk,chn,switch;
wire [7:0]ones, tens;
output reg [2:0]A,B;
reg [2:0] out_state=3'b000;
reg [7:0]wout;
reg auto=1'b0;
wire [7:0] ONES, TENS, HUNDREDS;
wire oclk;
parameter S0=3'b000,S1=3'b001,S2=3'b010,S3=3'b011,S4=3'b100;
parameter d1=8'b0000001,d3=8'b00000011,d0=8'b0000000;
bin2bcd A3(ONES,TENS,HUNDREDS,wout);  
seg7disp A4(1'b1,ONES, ones);         
seg7disp A5(1'b1,TENS, tens);        
division A1(.oclk(oclk), .clk(clk));        
always @(posedge oclk )
begin
	if(~rst) 
	wout = 8'b00001000;
        else if((chn==0)&(auto==1))
        begin
          case(out_state)
           S0:wout=8'b00001000;
           S1:wout=8'b00000101;
           S2:wout=8'b00000100;
           S3:wout=8'b00000010;
           endcase
        end
        else if(auto)
          wout=wout;
        else if (wout == 8'b00000001)
		wout = 8'b00001000;	
        else if(wout < 9)
		wout = wout - 8'b00000001;
end
always@(negedge switch)
 begin 
  auto=~auto;                 
  end 
always@(posedge oclk)
begin
if(auto==0)                       
 begin
   case(out_state)
   S0:
      begin
        if(wout==8'b00000110)
           begin
              out_state=S1;   
           end
         else
              out_state=S0;
        end  
   S1:
     begin
         if(wout==8'b00000101)
              out_state=S2;
          else
              out_state=S1;
     end
   S2:
      begin
         if(wout==8'b00000010)
         out_state=S3;
          else
              out_state=S2;
      end
   S3:
      begin
        if(wout==8'b00000001)
            out_state=S0;
         else
              out_state=S3;   
      end
   endcase
   end
 else if(chn==0)                    
   begin
       case(out_state)
       S0: out_state=S1;
       S1: out_state=S2;
       S2: out_state=S3;
       S3: out_state=S0;
       endcase
    end
end
always@(*)
begin
 case (out_state)
  S0: begin A=3'b010;
            B=3'b001;
      end
  S1: begin A=3'b100;
              B=3'b001;
      end        
  S2: begin A=3'b001;
             B=3'b010;
      end
  S3: begin
            A=3'b001;
            B=3'b100;
      end
  endcase
 end
endmodule
module seg7disp(rst,dataIn0, segLedOut);
input rst;
input [7:0] dataIn0;
output [7:0] segLedOut;
reg [7:0] segLedOut;
always @(rst or dataIn0)
if(~rst)
	segLedOut = 8'h03;
else
	begin
		case(dataIn0)
			8'h0: segLedOut = 8'h03;
			8'h1: segLedOut = 8'h9F;
			8'h2: segLedOut = 8'h25;
			8'h3: segLedOut = 8'h0D;
			8'h4: segLedOut = 8'h99;
			8'h5: segLedOut = 8'h49;
			8'h6: segLedOut = 8'h41;
			8'h7: segLedOut = 8'h1B;
			8'h8: segLedOut = 8'h01;
			8'h9: segLedOut = 8'h19;
			default:  segLedOut = 8'hFF;
		endcase
	end
endmodule
module bin2bcd(ONES,TENS,HUNDREDS,A);
input [7:0] A;
output [7:0] ONES, TENS, HUNDREDS;
wire [3:0] c1,c2,c3,c4,c5,c6,c7;
wire [3:0] d1,d2,d3,d4,d5,d6,d7;
assign d1 = {1'b0,A[7:5]};
assign d2 = {c1[2:0],A[4]};
assign d3 = {c2[2:0],A[3]};
assign d4 = {c3[2:0],A[2]};
assign d5 = {c4[2:0],A[1]};
assign d6 = {1'b0,c1[3],c2[3],c3[3]};
assign d7 = {c6[2:0],c4[3]};
add3 m1(d1,c1);
add3 m2(d2,c2);
add3 m3(d3,c3);
add3 m4(d4,c4);
add3 m5(d5,c5);
add3 m6(d6,c6);
add3 m7(d7,c7);
assign ONES = {4'b0000, c5[2:0],A[0]};
assign TENS = {4'b0000, c7[2:0],c5[3]};
assign HUNDREDS = {6'b000000, c6[3],c7[3]};
endmodule
module add3(in,out);
input [3:0] in;
output [3:0] out;
reg [3:0] out;
always @ (in)
	case (in)
	4'b0000: out <= 4'b0000;
	4'b0001: out <= 4'b0001;
	4'b0010: out <= 4'b0010;
	4'b0011: out <= 4'b0011;
	4'b0100: out <= 4'b0100;
	4'b0101: out <= 4'b1000;
	4'b0110: out <= 4'b1001;
	4'b0111: out <= 4'b1010;
	4'b1000: out <= 4'b1011;
	4'b1001: out <= 4'b1100;
	default: out <= 4'b0000;
	endcase
endmodule
module division (oclk, clk);
input clk;
output oclk;
reg oclk;
integer i;								
always @ (posedge clk)
	if (i<=25000000)						
		begin
		i=i+1;
		oclk=oclk;
		end
	else if(i==25000001)					
		begin
		oclk=~oclk;
		i=0;
		end
endmodule
</file>
<file path="run.sh">
#!/bin/bash
# OpenROAD 26Q1-2900-gdf79404cd8, Yosys 0.63+post, stock flow scripts
make -C /OpenROAD-flow-scripts/flow DESIGN_CONFIG=/design/flow/config.mk WORK_HOME=/design/flow/orfs finish
</file>
<file path="config.mk">
export PLATFORM = sky130hd
export DESIGN_NAME = LAB1
export DESIGN_NICKNAME = LAB1
export VERILOG_FILES = /design/flow/design.v
export SDC_FILE = /design/flow/constraint.sdc
export NUM_CORES = 4
export LEC_CHECK = 1
export CORE_UTILIZATION = 40
</file>
<file path="constraint.sdc">
current_design LAB1

set clk_period 6.7
set clk_io_pct 0.2

create_clock -name clk0 -period $clk_period [get_ports {clk}]
create_clock -name clk1 -period $clk_period [get_ports {switch}]

set non_clock_inputs [all_inputs -no_clocks]
set_input_delay [expr $clk_period * $clk_io_pct] -clock clk0 $non_clock_inputs
set_output_delay [expr $clk_period * $clk_io_pct] -clock clk0 [all_outputs]
</file>
==> run notes <==
fresh numbers from the pnr run: RSZ-0062 raised after global routing=no, core area=around 6500 um^2, Syn. warnings=4, Hold Startpoint=auto, status=finished, final reports clean, vias in the first global route=1,881, DRT iter0 DRCs=79, worst path cell trace=or4_4 > a2111o_1 > a221oi_4 > nand2_1 > buf_4, # Cells Yosys=between 200 and 300, wire length per cell=12.8 um, top cells by count=nor2_1 (49), edfxtp_1 (35), nand2_1 (26), Post-DRT Antenna Nets=0, R2R Path Start=A1.i[17], endpoints left unconstrained=24, Crit Path Max Fanout=17, chip area in the Yosys report=2720 um^2, vias post-DR=just under 2k, adder-cell share of the synthesized area=roughly 4.6%, CTS tree=built, final worst slack=~3.8 ns, # port buffers=8, Worst slew margin=53.2%, cell type with the largest total area=edfxtp_1, Worst Tran Pin Value=around 0.70 ns, count of unclocked register or latch pins=16, GPL Wtd Cong=0.858, FP Core Util=42.1%, num ports=10, #FFs+latches synth=50, Peak VDD IR=126 uV, Leak=0.00120 uW, Top cell area share=38.7%, GR Overflow Total=0, initial antenna violation count=0, first-pass GRT wire length=8690 um, layout cell share with drive strength beyond 1=roughly 6.0%, CTS Root Cell=clkbuf_8, Setup Viol. Count Final=0, GRT Total Usage=15.5%, Max Buffers Root-to-Sink=2, DRT Wirelength=4820 um, Max-cap violations=0, P per Cell Area=128 nW/um^2, Worst path slowest cell=or4_4, Critical path origin=A1.i[17], Post-synth ARST share=0%, CP Class=flip-flop to flip-flop, Post-Route Utilization=46.4%, Cells after Synth=281, Crit. End Element=flip-flop, number of buffers added for setup after CTS=0, residual DRC count=0, # rows=29, area occupied by registers=between 1000 and 1500 um^2, XORs/XNORs by Area=under 10%, # diodes=0, Final Hold Violation Tally=0, yosys simple share=24.9%, Crit path required time=approximately 6.7 ns, Hold WC Path Type=flip-flop to flip-flop, Fin Hold WS=0.547 ns, H-tree depth=2, tool warnings=35, clock-pin slew on the worst setup and hold paths=0.07 ns, critical path arrival=2.90 ns, post-CTS sizing=0, Synth Flop Type=edfxtp_1, comb area leader=simple AND/OR/NAND/NOR gates, count of library flops with an enable pin=35, Setup Skew=0.00488 ns, Compound-Gate Fraction of Synth Area=7.87%, Chip Width=84.4 um, Synth area leaders=edfxtp_1 (39%), xor2_1 (7.4%), nor2_1 (6.8%), CTS buffer count=5, First-pass DRT Iterations=20, CP Launch Type=flip-flop, hold_buf cts=0, library cells used by synthesis=about 42, area grow syn2layout=10.3%, area of the mapped netlist=2720 um^2, worst slack at placement=3.82 ns, largest net degree at the start of global routing=33, Vias/cell=5.24, Post-Route Setup TNS=0 ns, Final Power=around 380 uW, dpl hpwl=3450 um, Fill cells=~620, full die area=7130 um^2, die span in y=84.4 um, Mean Syn Cell Area=9.68 um^2, Mux area share=0.368%, critical path's largest stage delay=0.57 ns, Comb area=1320 um^2, most frequent cell after synthesis=nor2_1, max-slew violations=0
-- through the flow --
step                instance area [um^2]  std cells
detailed placement                  2910        370
global placement                    2910        370
floorplan                           2740        286
finish                              3000        378
global route                        3000        378
CTS                                 3000        378
-- placed cells by master (no fill, tap or decap), types with 3 or more instances in the layout --
| cell | Yosys | layout |
|---|---|---|
| clkbuf_8 | 0 | 5 |
| dlxtn_1 | 6 | 6 |
| and3_1 | 6 | 6 |
| dfxtp_1 | 9 | 9 |
| nor3_1 | 8 | 8 |
| a21oi_1 | 6 | 6 |
| nor2_1 | 49 | 49 |
| nand4_1 | 14 | 14 |
| ha_1 | 10 | 10 |
| clkdlybuf4s50_1 | 0 | 8 |
| inv_1 | 14 | 14 |
| clkinvlp_4 | 0 | 3 |
| nor2b_1 | 3 | 3 |
| conb_1 | 1 | 6 |
| nand3_1 | 18 | 18 |
| xnor2_1 | 8 | 8 |
| o21ai_0 | 6 | 6 |
| xor2_1 | 23 | 23 |
| edfxtp_1 | 35 | 35 |
| buf_4 | 0 | 5 |
| nand2_1 | 26 | 26 |
| nor4_1 | 4 | 4 |
-- per-layer routing --
| layer | vias up | global-route usage [%] | part of all wire [%] | routed length (um) |
|---|---|---|---|---|
| li1 | 1024 | - | - | - |
| met1 | 913 | 24.5 | 49 | 2370 |
| met2 | 42 | 25.0 | 47 | 2260 |
| met3 | 0 | 2.69 | 4.1 | 197 |
| met4 | 0 | 1.23 | 0 | 0 |
| met5 | - | 0 | 0 | 0 |
-- cell families after synthesis --
logic type,count (synthesis)
AOI/OAI and AO/OA,29
xor gates and xnor gates,31
adders and majority gates,10
buffers and inverters,20
DFF,44
latches,6
muxes,1
other,1
and+or+nand+nor,139
-- critical path: cells and delay by family, from the launching register on --
family | cells | cell delay (ns)
buffers and inverters | 1 | 0.40
AND/OR/NAND/NOR | 2 | 1.03
AND-OR/OR-AND | 2 | 0.70
flip-flops | 1 | 0.48
-- area by class of cell --
| cell class | instances | share of cell area [%] |
|---|---|---|
| clock inverters | 4 | 0.876 |
| inverters | 13 | 1.63 |
| flip-flops and latches | 50 | 44.1 |
| clock buffers | 5 | 2.30 |
| multi-input cells | 216 | 44.0 |
| repair buffers | 13 | 3.92 |
| well taps | 77 | 3.21 |
-- power by group --
| part | switching [uW] | internal, uW |
|---|---|---|
| combinational | 1.61 | 1.42 |
| sequential | 0 | 231 |
| clock | 75.1 | 73.7 |
-- registers in the layout, indices dropped and copies added (netlist names) --
signal,cells
B,3
A1.i,32
out_state,2
A,3
wout,8
auto,1
A1.oclk,1
-- worst paths after layout --
path,end,cells after the start,slack (ns)
setup / recovery,A1.i[23],5,3.82
hold / removal,auto,1,0.55
setup reg to reg,A1.i[23],5,3.82
hold reg to reg,auto,1,0.55
max in group clk1,auto,1,5.97
min in group clk0,A1.i[14],2,0.65
Power figures rest on the tool's default switching activity, not on a simulated workload.
