$ cat config.mk
export PLATFORM = sky130hd
export DESIGN_NAME = divider
export DESIGN_NICKNAME = divider
export VERILOG_FILES = /design/flow/design.v
export SDC_FILE = /design/flow/constraint.sdc
export NUM_CORES = 4
export LEC_CHECK = 1
export CORE_AREA = 10 10 81 81
export DIE_AREA = 0 0 91 91
$ cat constraint.sdc
current_design divider

set clk_period 1.4
set clk_io_pct 0.2

create_clock -name clk0 -period $clk_period [get_ports {clk}]

set non_clock_inputs [all_inputs -no_clocks]
set_input_delay [expr $clk_period * $clk_io_pct] -clock clk0 $non_clock_inputs
set_output_delay [expr $clk_period * $clk_io_pct] -clock clk0 [all_outputs]
$ cat design.v
module divider(outd, f_out, sel, clk, clear, count, load);
output [7:0] outd;
output f_out;
input  clk, clear, count, load;
input [1:0]sel;
wire w0;
wire w1,w2,w3,w4,w5,w6,w7,w8;
wire cin0,cin1,cin2,cin3,cin4,cin5,cin6,cin7;
wire [3:0] cinh,cinl;
parameter divid_0 = 0;
parameter divid_10 = 10;
parameter divid_100 = 100;
parameter divid_256 = 256;
assign {i70,i60,i50,i40,i30,i20,i10,i00} = divid_0;
assign {i71,i61,i51,i41,i31,i21,i11,i01} = divid_256;
assign {i72,i62,i52,i42,i32,i22,i12,i02} = divid_100;
assign {i73,i63,i53,i43,i33,i23,i13,i03} = divid_10;
MUX_4X1 mux0 (sel, i00, i01, i02, i03, cin0);
MUX_4X1 mux1 (sel, i10, i11, i12, i13, cin1);
MUX_4X1 mux2 (sel, i20, i21, i22, i23, cin2);
MUX_4X1 mux3 (sel, i30, i31, i32, i33, cin3);
MUX_4X1 mux4 (sel, i40, i41, i42, i43, cin4);
MUX_4X1 mux5 (sel, i50, i51, i52, i53, cin5);
MUX_4X1 mux6 (sel, i60, i61, i62, i63, cin6);
MUX_4X1 mux7 (sel, i70, i71, i72, i73, cin7);
assign cinl = {cin3,cin2,cin1,cin0};
assign cinh = {cin7,cin6,cin5,cin4};
counter c1 (outd[3:0], w0, clk, clear, cinl, load, count);
counter c2 (outd[7:4], , w0, clear, cinh, load, count);
not not1(w1,outd[7]);
not not2(w2,outd[6]);
not not3(w3,outd[5]);
not not4(w4,outd[4]);
not not5(w5,outd[3]);
not not6(w6,outd[2]);
not not7(w7,outd[1]);
and and1(w8,load,w1,w2,w3,w4,w5,w6,w7,outd[0]);
endmodule
module counter ( out, cout, CLK, CLR, in, load, count);
input  CLK, CLR, load, count;
input  [3:0] in;
output cout;
output [3:0] out;
reg [3:0] out;
reg cout;
always @(posedge CLK or posedge load or posedge CLR)
begin
if (CLR)
out <= 4'b0000;
else if (load)
    out <= in;
else if (count) 
    {cout, out} <= out - 1;
else
   out <= out;
end   
endmodule
module MUX_4X1(sel, i0, i1, i2, i3, out);
input i0, i1, i2, i3;
input [1:0] sel;
output out;
reg out;
always @(sel or i0 or i1 or i2 or i3)
case(sel)
2'b00: out = i0;
2'b01: out = i1;
2'b10: out = i2;
2'b11: out = i3;
endcase
endmodule
$ cat run.sh
#!/bin/bash
# OpenROAD 26Q1-2900-gdf79404cd8, Yosys 0.63+post, stock flow scripts
make -C /OpenROAD-flow-scripts/flow DESIGN_CONFIG=/design/flow/config.mk WORK_HOME=/design/flow/orfs finish
==> flow_metrics.env <==
# flow metrics
export IMPL_gp_congestion=0.677
export IMPL_crit_type="register to primary output"
export IMPL_top_cell_area_share_pct=31.9
export IMPL_hold_class="input pin to asynchronous set/reset pin"
export IMPL_mostFrequentLayoutCells="clkdlybuf4s50_1, buf_4, dfbbp_1, xor2_1"
export IMPL_ir_drop_v=0.000454
export IMPL_viasPerCell=2.78
export IMPL_wire_per_inst_um=9.11
export IMPL_p_sw_w=0.000272
export IMPL_timing_hold_ws_ns=0.425
export IMPL_hpwl_mm=1.01
export IMPL_grt_first_pass_wirelength_mm=2.17
export IMPL_grt_max_degree=6
export IMPL_synth_cellmix_xorXnorShare_pct=10.3
export IMPL_clockBufferDepth=2
export IMPL_cts_tree="done"
export IMPL_worstSkewPairLatency_ns=0.22
export IMPL_ys_area_um2=510
export IMPL_path_clk_slew_ns=0.04
export IMPL_worst_path_max_delay_cell="clkdlybuf4s50_1"
export IMPL_crit_buf_inv=1
export IMPL_rows=25
export IMPL_cp_cell_sequence="clkdlybuf4s50_1"
export IMPL_lay_top_count="clkdlybuf4s50_1"
export IMPL_grt_pass1_vias=435
export IMPL_ios=15
export IMPL_grtUsageTotal_pct=3.19
export IMPL_syn_cell_area_um2=510
export IMPL_p_leak_nw=0.339
export IMPL_cap_viol_max_count=0
export IMPL_syn_avg_cell_area_um2=12.8
export IMPL_htree_levels=1
export IMPL_status="finished, final reports clean"
export IMPL_worstSetupStartpointType="register"
export IMPL_cts_buffers=3
export IMPL_final_setup_viol_count=0
export IMPL_skew_ns=0.000749
export IMPL_rsz0062_at_grt="no"
export IMPL_routed_wl_mm=1.19
export IMPL_muxShareOfSynthArea_pct=1.96
export IMPL_cp_max_fo=2
export IMPL_synth_cell_types=21
export IMPL_internal_power_w=0.000655
export IMPL_dieWidth_um=91
export IMPL_synthAdderAreaFrac_pct=4.90
export IMPL_power_w=0.000927
export IMPL_unclocked_pins=4
export IMPL_finalHoldViolations=0
export IMPL_ys_flops=9
export IMPL_warning_count=28
export IMPL_p_seq_share_pct=29.5
export IMPL_aoi_share_pct=2.94
export IMPL_drt_iter0_markers=2
export IMPL_power_frac_comb_pct=41.6
export IMPL_grt_overflow_total=0
export IMPL_dr_pass1_iters=2
export IMPL_grt_antenna_before_repair=0
export IMPL_swShare_pct=29.4
export IMPL_endpoint_kind="primary output"
export IMPL_drc_errors=0
export IMPL_area_growth_pct=59.6
export IMPL_synth_warning_count=36
export IMPL_ys_seq_share_pct=52.5
export IMPL_logic_family="simple AND/OR/NAND/NOR gates"
export IMPL_final_max_slew_viol_count=0
export IMPL_io_buffers=13
export IMPL_cpLargestDelayFamily="buffers and inverters"
export IMPL_area_leaders="dfbbp_1, dfrtp_1, nor4b_4"
export IMPL_period_needed_ns=1.34
export IMPL_ant_nets=0
export IMPL_p_per_area_mw_per_mm2=1140
export IMPL_die_h_um=91
export IMPL_period_used_pct=95.5
export IMPL_initCoreUtil_pct=10.6
export IMPL_worst_ep_arrival_time_ns=1.06
export IMPL_n_antenna_cell=0
export IMPL_ys_cells=40
export IMPL_syn_inst=40
export IMPL_worst_path_largest_cell_delay_ns=0.48
export IMPL_simple_gate_area_share_pct=20.8
export IMPL_die_area_mm2=0.00828
export IMPL_drive_above_1_share_pct=23.4
export IMPL_clkPwrFrac_pct=28.9
export IMPL_untimed_endpoints=8
export IMPL_coreArea_mm2=0.00482
export IMPL_holdBufCountCts=0
export IMPL_synth_area_leader_cell="dfbbp_1"
export IMPL_fmax_mhz=748
export IMPL_clock_root_buffer="clkbuf_8"
export IMPL_vias=364
export IMPL_critPathRequiredTime_ns=1.12
[cell usage after synthesis]
master and n:
a21oi_1 3, and2_2 1, buf_4 1, buf_6 1, conb_1 1, dfbbp_1 5, dfrtp_1 3, edfxtp_1 1
ha_1 2, inv_1 3, mux2i_1 1, nand2_1 3, nand2b_1 1, nand3_1 1, nand3b_1 1, nor2_1 2
nor2b_1 1, nor3b_1 1, nor4b_4 2, xnor2_1 2, xor2_1 4
[power groups by stage]
stage	Sequential, W	Clock [W]	Combinational [W]
finish	0.000274	0.000268	0.000386
global route	0.000293	0.000296	0.000442
CTS	0.000276	0.000275	0.000394
[sequential cells by signal (all words and copies together), names as in the netlist]
signal,count
c1.out,4
c2.out,4
c1.cout,1
[kinds of logic after synthesis]
| kind of cell | after synthesis |
|---|---|
| muxes | 1 |
| xor gates and xnor gates | 6 |
| and+or+nand+nor | 13 |
| adders and majority gates | 2 |
| DFF | 9 |
| other | 1 |
| buffers and inverters | 5 |
| AOI/OAI and AO/OA | 3 |
[worst paths after layout]
check	startpoint	to	slack, ns	cells after the start
worst max-delay path	c1.out[0]	outd[0]	0.06	1
min in group clk0	c1.out[0]	c1.out[0]	0.60	2
worst min-delay path	load	c1.out[0]	0.42	3
worst min register to register	c1.out[0]	c1.out[0]	0.60	2
max in group asynchronous	sel[0]	c1.out[2]	0.36	3
worst max register to register	c1.out[1]	c1.out[3]	0.27	3
[repair_timing]
item,CTS,global route
resized,3,0
setup endpoints to repair,3,0
buffers inserted,0,0
[metrics by stage]
stage / setup TNS (ns) / instance area (µm²) / util [%] / worst slack, ns / std cells
floorplan: 0 / 510 / - / 0.379 / 40
global placement: -0.00919 / 773 / 16.1 / -0.00919 / 127
detailed placement: -0.0133 / 773 / 16.1 / -0.0133 / 127
CTS: 0 / 815 / 16.9 / 0.0429 / 131
global route: 0 / 815 / 16.9 / 0.00439 / 131
finish: 0 / 815 / 16.9 / 0.0633 / 131
[cell type report]
| cell class | instances | area, µm² |
|---|---|---|
| multi-input cells | 26 | 213 |
| inverters | 3 | 11.3 |
| fillers | 537 | 4000 |
| flip-flops and latches | 9 | 268 |
| clock buffers | 4 | 45.0 |
| well taps | 67 | 83.8 |
| repair buffers | 22 | 194 |
[metal layers]
metal | vias up | global-route usage, % | share of wire (%)
li1 | 182 | - | -
met1 | 167 | 3.89 | 47
met2 | 13 | 4.47 | 39
met3 | 2 | 2.32 | 13
met4 | 0 | 0.653 | 0.84
met5 | - | 0 | 0
