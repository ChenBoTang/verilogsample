===== /design/flow/config.mk =====
export PLATFORM = sky130hd
export DESIGN_NAME = cmp
export DESIGN_NICKNAME = cmp
export VERILOG_FILES = /design/flow/design.v
export SDC_FILE = /design/flow/constraint.sdc
export NUM_CORES = 4
export LEC_CHECK = 1
export CORE_AREA = 10 10 70 70
export DIE_AREA = 0 0 80 80

===== /design/flow/constraint.sdc =====
current_design cmp

set clk_period 2.7
set clk_io_pct 0.2

create_clock -name clk0 -period $clk_period

set non_clock_inputs [all_inputs -no_clocks]
set_input_delay [expr $clk_period * $clk_io_pct] -clock clk0 $non_clock_inputs
set_output_delay [expr $clk_period * $clk_io_pct] -clock clk0 [all_outputs]

===== /design/flow/design.v =====
module cmp(a,b,a_eq_b,a_gt_b,a_lt_b);
input [3:0]a,b;
output a_eq_b,a_gt_b,a_lt_b;
wire [3:0]x;
assign x[0] = a[0]&b[0]|~a[0]&~b[0];
assign x[1] = a[1]&b[1]|~a[1]&~b[1];
assign x[2] = a[2]&b[2]|~a[2]&~b[2];
assign x[3] = a[3]&b[3]|~a[3]&~b[3];
assign a_eq_b = x[0]&x[1]&x[2]&x[3];
assign a_gt_b = a[3]&(~b[3])|x[3]&a[2]&(~b[2])|x[3]&x[2]&a[1]&(~b[1])|x[3]&x[2]&x[1]&a[0]&(~b[0]);
assign a_lt_b = ~a[3]&b[3]|x[3]&~a[2]&b[2]|x[3]&x[2]&~a[1]&b[1]|x[3]&x[2]&x[1]&~a[0]&b[0];
endmodule 

===== /design/flow/run.sh =====
#!/bin/bash
# OpenROAD 26Q1-2900-gdf79404cd8, Yosys 0.63+post, stock flow scripts
make -C /OpenROAD-flow-scripts/flow DESIGN_CONFIG=/design/flow/config.mk WORK_HOME=/design/flow/orfs finish

==> results.txt <==
Implementation results

The run finished with clean final reports. The endpoint required time on the critical path is 2.16 ns. The worst setup margin is 0.0370 ns.

The port buffer count is 11. Entering global routing, the biggest net connects 8 pins. The placement summary gives the final routability congestion estimate as 0.616. At the pin with the least slew margin, the transition time is 0.294 ns. The first routing iteration left 10 violations. The dominant cell type by area after synthesis is sky130_fd_sc_hd__ha_1. Per STA, the worst path accumulates the most delay in the family buffers and inverters. The register area share after synthesis is 0%. The tally of filler cells in the layout is 401.

In this run the cell area of the synthesized design comes to 165 sq um. The end of the worst hold path is a_eq_b. In this run the critical path is formed by clkdlybuf4s50_1 > nor2b_1 > or4_1 > o221a_2 > clkdlybuf4s50_1. On the critical path the data arrives at 2.12 ns.

The global-route total usage across every layer is 2.01%. The number of antenna violations at the first check in global routing is 0. The total tool warning count is 35. Per the synthesis report, the number of distinct cell types is 17.

Combinational cells account for 100.0% of the total power. The internal power of the cells totals 0.0000314 W. The beginning of the worst hold path is b[1].

In this run the horizontal extent of the chip is 80 microns. In the layout the commonest cells are 5 x sky130_fd_sc_hd__clkdlybuf4s50_1, 3 x sky130_fd_sc_hd__inv_1, 3 x sky130_fd_sc_hd__nor2b_1, 3 x sky130_fd_sc_hd__dlymetal6s2s_1, 3 x sky130_fd_sc_hd__dlygate4sd2_1. Hold-check failures listed in the final report amount to 0. For this run the aggregate overflow at the end of global routing stands at 0. The height of the die is 80 microns. The first-pass GRT wire length is 1060 microns.

The minimum clock period is 2.66 ns. The library cell contributing the largest single delay on the critical path is sky130_fd_sc_hd__or4_1. The count of flip-flops and latches is 0. The maximum frequency from static timing analysis is 0.376 GHz.

The count of final max-slew check failures is 0. The final total power is 0.0000499 W. Setup slack on the worst path after placement came out at -0.185 ns. The number of cells reported by Yosys stat comes to 24. The total wirelength of the detailed-routed design is 662 microns. In the log, the iteration count for the first detailed-route pass is 2. The net switching power of the design is 0.0000185 W. The cell count after synthesis came out at 24. The slew check shows that the tightest pin keeps a relative margin of 80.4%. The sequential cell area is 0 sq um. Per the synthesis report, the single largest cell type by area occupies 15.2% of cell area. The power per standard cell area is 133 mW/mm^2.

The via count of the first global-routing pass is 224. The synthesized netlist has a Yosys-reported chip area of 165 sq um. The endpoint kind of the worst setup timing path is an output pin.

The number of clock buffer instances in the layout is 0. The final report lists the setup-violating endpoint count as 0. The total area of multi-input combinational cells is 176 sq um.

The most common cell after layout, fill and taps aside is sky130_fd_sc_hd__clkdlybuf4s50_1. For this design, the CTS-stage hold fixing added 0 buffers. The static leakage is 0.170 nW. For reference, the top cells by area after synthesis are sky130_fd_sc_hd__ha_1 15%, sky130_fd_sc_hd__nor2b_1 15%, sky130_fd_sc_hd__inv_1 6.8%. The largest stage delay on the critical path is 0.46 ns. Setup repair after global routing could not meet its margin everywhere.

The routed length per instance is 7.98 microns. The area overhead of the layout relative to synthesis is 127%. Dividing the synthesized area by the synthesized cell count gives 6.88 sq um.

In this run the VDD rail shows a maximum IR drop of 25.6 uV. The floorplan has 21 rows. The post-route netlist has 21.6% of its cells at a drive strength greater than 1.

Per the breakdown, switching nets consume 37.2% of all power. The yosys synthesis warning count is 0. According to the floorplan report, the total die area is 0.00640 sq mm.

The final critical-path share of the clock period is 98.6%. Detailed routing inserted a total of 212 vias. The share of power burned in the clock network is 0%. The total of max-cap violations is 0. The type of the worst setup path is in2out. The tightest min-delay check is of the in2out type.

The cell seen most often among critical-path stages is sky130_fd_sc_hd__clkdlybuf4s50_1. The number of buffer and inverter stages on the critical path is 2. The worst setup path is launched from an input pin. The power share of the sequential group is 0%. The highest net fanout along the worst path is 2. The detail route stage leaves a number of antenna-violating nets equal to 0. The detailed-route DRC error count is 0. The count of boundary I/O pins is 11. The floorplan step records an initial core utilization of 4.84%. The area of the core region is 0.00342 sq mm. Per the detail_route report, vias per standard cell equal 2.55. The routed design ends up with an antenna cell count of 0. The number of cells on the worst hold path is listed as 4. The detailed placer's ending HPWL is 572 microns.
-- what timing repair did --
action / CTS / global route
endpoints found under the setup margin: 3 / 3
buffers inserted: 0 / 0
resized: 6 / 6
pin swaps: 0 / 3
-- worst max-delay path by stage --
stage	start	endpoint	slack, ns	cells after the start
finish	b[0]	a_lt_b	0.04	5
global route	b[0]	a_lt_b	-0.03	5
CTS	b[1]	a_lt_b	-0.005	5
-- metal layers --
metal  global-route usage, %  routed length [microns]
met4                       0                        0
met5                       0                        0
met3                    1.14                       99
met2                    2.81                      255
met1                    2.77                      308
-- synth_stat cells, types with 2 or more instances --
master / instances
sky130_fd_sc_hd__a21oi_1: 2
sky130_fd_sc_hd__ha_1: 2
sky130_fd_sc_hd__inv_1: 3
sky130_fd_sc_hd__nor2b_1: 4
-- kinds of logic after synthesis --
kind of cell,after synthesis,share of synthesized area (%)
xor+xnor,1,5.30
compound gates,7,30.3
buf+inv,3,6.82
fa+ha+maj,2,15.1
simple gates,11,42.4
-- final cells by class --
class	count	area share, %
Multi-Input combinational cell	21	47.2
Inverter	3	3.01
Timing Repair Buffer	13	34.4
Tap cell	46	15.4
-- per-stage QoR --
stage | cell area [sq um] | TNS [ns] | hold slack [ns] | cells | util (%)
6_report | 374 | 0 | 1.54 | 83 | 11.0
5_1_grt | 374 | -0.0345 | 1.60 | 83 | 11.0
4_1_cts | 354 | -0.00535 | 2.07 | 83 | 10.4
3_5_place_dp | 348 | -0.378 | 2.19 | 83 | 10.2
3_3_place_gp | 348 | -0.313 | 2.20 | 83 | 10.2
2_1_floorplan | 165 | 0 | 1.19 | 24 | -
-- power by group through the flow --
stage	Clock, W	Sequential, W	Combinational (W)
4_1_cts	0	0	0.0000485
5_1_grt	0	0	0.0000560
6_report	0	0	0.0000499
No activity file was given, so power comes from the tool's default toggle rates.
